==> design.v <==
module MAIN_MUX (
    input  logic [3:0] select,          
    input  logic [15:0] in0,            
    input  logic [15:0] in1,            
    input  logic [15:0] in2,            
    input  logic [15:0] in3,            
    input  logic [15:0] in4,            
    input  logic [15:0] in5,            
    input  logic [15:0] in6,            
    input  logic [15:0] in7,            
    input  logic [15:0] in8,            
    input  logic [15:0] in9,            
    input  logic [15:0] in10,           
    input  logic [15:0] in11,           
    input  logic [15:0] in12,
    output logic [15:0] out,            
    output logic [3:0]  decimal_pt      
);
    always_comb begin
        case (select)
            4'b0000: out = in0;
            4'b0001: out = in1;
            4'b0010: out = in2;
            4'b0011: out = in3;
            4'b0100: out = in4;
            4'b0101: out = in5;
            4'b0110: out = in6;
            4'b0111: out = in7;
            4'b1000: out = in8;
            4'b1001: out = in9;
            4'b1010: out = in10;
            4'b1011: out = in11;  
            4'b1100: out = in12;
            default: out = 16'b0;  
        endcase
    end
    always_comb begin
        case (select)
            4'b0100: decimal_pt = 4'b1000;  
            4'b0111: decimal_pt = 4'b1000;  
            4'b1010: decimal_pt = 4'b1000;  
            4'b1100: decimal_pt = 4'b1000;
            default: decimal_pt = 4'b0000;  
        endcase
    end
endmodule
==> run.sh <==
#!/bin/bash
# OpenROAD 26Q1-2900-gdf79404cd8, Yosys 0.63+post, stock flow scripts
make -C /OpenROAD-flow-scripts/flow DESIGN_CONFIG=/design/flow/config.mk WORK_HOME=/design/flow/orfs finish
==> config.mk <==
export PLATFORM = sky130hd
export DESIGN_NAME = MAIN_MUX
export DESIGN_NICKNAME = MAIN_MUX
export VERILOG_FILES = /design/flow/design.v
export SDC_FILE = /design/flow/constraint.sdc
export NUM_CORES = 4
export LEC_CHECK = 1
export CORE_AREA = 10 10 100 100
export DIE_AREA = 0 0 110 110
==> constraint.sdc <==
current_design MAIN_MUX

set clk_period 4.1
set clk_io_pct 0.2

create_clock -name clk0 -period $clk_period

set non_clock_inputs [all_inputs -no_clocks]
set_input_delay [expr $clk_period * $clk_io_pct] -clock clk0 $non_clock_inputs
set_output_delay [expr $clk_period * $clk_io_pct] -clock clk0 [all_outputs]
==> load_flow_metrics.sql <==
-- physical implementation figures
INSERT INTO impl_metrics (metric_group, metric, value, unit) VALUES
('layout', 'layout-drive-gt1-share', '0.0901', ''),
('clock_network', 'cts_hold_buffers', '0', ''),
('place', 'place_hpwl', '11300', 'um'),
('global_routing', 'number_of_antenna_violations_at_the_first_check_in_global_routing', '0', ''),
('clock_network', 'post_cts.resized_instances', '0', ''),
('global_routing', 'grt_pass1_vias', '3353', ''),
('layout', 'nFlopsAndLatches', '0', ''),
('logic_synthesis', 'yosys_warnings', '1', ''),
('sta', 'timing.setup.tns', '0', 'ns'),
('sta', 'report.final.hold_viol_count', '0', ''),
('critical_path', 'critical_path.max_stage_delay', '0.52', 'ns'),
('global_routing', 'grt_start_max_net_pins', '37', ''),
('logic_synthesis', 'synth.yosys.num_cells', '266', ''),
('run', 'log.warning_count', '33', ''),
('routing', 'post_drt_antenna_nets', '0', ''),
('die', 'core_box_area', '0.00781', 'mm2'),
('power_and_ir_drop', 'peakVddDrop', '0.0407', 'mV'),
('die', 'top_level_ports', '232', ''),
('critical_path', 'critical_path_required', '3.28', 'ns'),
('die', 'die_area', '0.0121', 'mm2'),
('power_and_ir_drop', 'post-layout-total-power', '0.000434', 'W'),
('logic_synthesis', 'yosys.stat.seqShare', '0', ''),
('routing', 'first_pass_iters', '5', ''),
('layout', 'clkbuf_count', '0', ''),
('sta', 'post-route-period-util', '0.891', ''),
('logic_synthesis', 'post_syn_area_per_cell', '7.91', 'um2'),
('critical_path', 'worstPathMaxFanout', '32', ''),
('sta', 'slew_violations', '0', ''),
('logic_synthesis', 'synth.yosys.chip_area', '0.00210', 'mm2'),
('sta', 'fmax', '0.274', 'GHz'),
('logic_synthesis', 'netlist_top_cells_area', 'sky130_fd_sc_hd__mux2i_1 9.5%, sky130_fd_sc_hd__a22oi_1 6.1%, sky130_fd_sc_hd__a32oi_1 5.4%', ''),
('critical_path', 'worst_setup_sp_type', 'input port', ''),
('logic_synthesis', 'syn_inst', '266', ''),
('place', 'io_buffers', '229', ''),
('critical_path', 'critical_path.cell_chain', 'buf_2 > buf_12 > mux4_2 > clkinv_1 > o22ai_1 > a2111o_1 > clkdlybuf4s50_1', ''),
('logic_synthesis', 'synth.top_cell.area_share', '0.0951', ''),
('critical_path', 'timing.critical_path.arrival', '2.83', 'ns'),
('power_and_ir_drop', 'cellPowerDensity', '99.0', 'mW/mm2'),
('sta', 'relative_slew_slack', '0.606', ''),
('routing', 'drc', '0', ''),
('global_routing', 'overall_overflow_remaining_after_global_route', '0', ''),
('run', 'drv_cap', '0', ''),
('logic_synthesis', 'largest_area_cell', 'sky130_fd_sc_hd__mux2i_1', ''),
('status', 'outcome', 'finished, final reports clean', ''),
('critical_path', 'crit_family', 'buffers and inverters', ''),
('die', 'rows', '32', ''),
('critical_path', 'crit_slowest_cell', 'sky130_fd_sc_hd__mux4_2', ''),
('power_and_ir_drop', 'power_leakage', '1.62', 'nW'),
('layout', 'area_growth_syn_to_layout', '108', '%'),
('critical_path', 'timing.critical_path.to_type', 'output pin', ''),
('sta', 'max_slew.worst_pin.slew', '0.588', 'ns'),
('logic_synthesis', 'netlist_area', '0.00210', 'mm2'),
('die', 'pre_placement_core_utilization', '0.270', ''),
('routing', 'wl_per_cell', '22.4', 'um'),
('routing', 'detail_route.vias_per_cell', '5.32', ''),
('die', 'dieWidth', '110', 'um'),
('critical_path', 'crit_type', 'input port to output pin', ''),
('place', 'place_congestion', '0.951', ''),
('logic_synthesis', 'post_synth_most_frequent_cells', '20 x sky130_fd_sc_hd__mux2i_1, 17 x sky130_fd_sc_hd__a22oi_1, 14 x sky130_fd_sc_hd__buf_2, 13 x sky130_fd_sc_hd__a32oi_1', ''),
('die', 'die-height', '110', 'um'),
('layout', 'fillers', '753', ''),
('global_routing', 'groute.usage.overall', '0.199', ''),
('hold_path', 'min-delay-path-class', 'input port to output pin', ''),
('routing', 'drt_wl_total', '13000', 'um'),
('clock_network', 'cts_post_setup_buffers_inserted', '0', ''),
('logic_synthesis', 'most_common_cell_in_the_netlist', 'sky130_fd_sc_hd__mux2i_1', ''),
('routing', 'insertedDiodeCount', '0', ''),
('logic_synthesis', 'synthDistinctLibCells', '59', ''),
('layout', 'flop_area', '0', 'um2'),
('routing', 'vias', '3079', ''),
('sta', 'final-setup-viol-count', '0', ''),
('critical_path', 'timing.critical_path.buf_inv', '4', ''),
('routing', 'drt-initial-drc-count', '86', ''),
('sta', 'rsz0062_at_grt', 'false', ''),
('global_routing', 'global_route_wire_length_before_repair', '18800', 'um'),
('sta', 'finalCriticalPeriod', '3.65', 'ns');
[metal layers]
metal	vias up	GRT usage	share of wire
li1	1516	-	-
met1	1412	0.245	0.38
met2	145	0.356	0.52
met3	6	0.0511	0.090
met4	0	0.0139	0.0078
met5	-	0	0
[stage by stage]
stage | instances | area (um2) | utilization | hold WS (ns) | setup slack [ns]
6_report | 579 | 4380 | 0.562 | 2.58 | 0.447
5_1_grt | 579 | 4380 | 0.562 | 2.65 | 0.259
4_1_cts | 579 | 4380 | 0.562 | 2.59 | 0.446
3_5_place_dp | 579 | 4380 | 0.562 | 2.59 | 0.451
3_3_place_gp | 579 | 4380 | 0.562 | 2.59 | 0.438
2_1_floorplan | 268 | 2110 | - | 1.71 | 1.40
[tightest hold or removal path, delay by kind of cell]
family	cells	cell delay, ns
buffers and inverters	2	0.70
AND/OR/NAND/NOR	2	0.23
[report_power, final]
group | switching, W | total, W | internal [W]
logic | 0.000138 | 0.000434 | 0.000296
clock network | 0 | 0 | 0
registers | 0 | 0 | 0
[cell usage in the layout, fill, tap and decap left out, types with 5 or more instances in the layout]
cell type                         instances
sky130_fd_sc_hd__nand3_1                  8
sky130_fd_sc_hd__buf_4                   13
sky130_fd_sc_hd__nand2_1                 11
sky130_fd_sc_hd__mux2i_1                 20
sky130_fd_sc_hd__o2bb2ai_1                5
sky130_fd_sc_hd__a22oi_1                 17
sky130_fd_sc_hd__a32oi_1                 13
sky130_fd_sc_hd__nand3b_1                 9
sky130_fd_sc_hd__a21oi_1                  9
sky130_fd_sc_hd__and3_1                   7
sky130_fd_sc_hd__nor2b_1                  5
sky130_fd_sc_hd__nor2_1                  10
sky130_fd_sc_hd__clkdlybuf4s50_1        225
sky130_fd_sc_hd__mux4_2                   5
sky130_fd_sc_hd__a22o_1                   7
sky130_fd_sc_hd__mux2_2                   9
sky130_fd_sc_hd__a221oi_1                 6
[final cells by class]
cell class | instances | area (um2) | area share
Tap cell | 102 | 128 | 0.0291
Multi-Input combinational cell | 228 | 1830 | 0.417
Inverter | 5 | 18.8 | 0.00428
Timing Repair Buffer | 244 | 2410 | 0.550
[logic make-up after synthesis]
family / share of synthesized area
muxes: 0.218
and+or+nand+nor: 0.269
AOI/OAI and AO/OA: 0.376
other: 0.00178
buffers and inverters: 0.135
[worst paths after layout]
kind / start / end / slack (ns) / cells past startpoint
setup / recovery: select[0] / out[2] / 0.45 / 7
hold / removal: select[3] / out[0] / 2.58 / 4
Power figures rest on the tool's default switching activity, not on a simulated workload.
