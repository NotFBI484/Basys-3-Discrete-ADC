<file path="./constraint.sdc">
current_design averager

set clk_period 11.2
set clk_io_pct 0.2

create_clock -name clk0 -period $clk_period [get_ports {clk}]

set non_clock_inputs [all_inputs -no_clocks]
set_input_delay [expr $clk_period * $clk_io_pct] -clock clk0 $non_clock_inputs
set_output_delay [expr $clk_period * $clk_io_pct] -clock clk0 [all_outputs]
</file>
<file path="./run.sh">
#!/bin/bash
# OpenROAD 26Q1-2900-gdf79404cd8, Yosys 0.63+post, stock flow scripts
make -C /OpenROAD-flow-scripts/flow DESIGN_CONFIG=/design/flow/config.mk WORK_HOME=/design/flow/orfs finish
</file>
<file path="./config.mk">
export PLATFORM = sky130hd
export DESIGN_NAME = averager
export DESIGN_NICKNAME = averager
export VERILOG_FILES = /design/flow/design.v
export SDC_FILE = /design/flow/constraint.sdc
export NUM_CORES = 4
export LEC_CHECK = 1
export CORE_UTILIZATION = 40
</file>
<file path="./design.v">
module averager
    #(parameter int
        power = 8,  
        N = 16)     
    (
        input logic clk,
        reset,
        EN,
        input logic [N-1:0] Din,    
        output logic [N-1:0] Q      
    );
    logic [N-1:0] REG_ARRAY [2**power:1];
    logic [power+N-1:0] sum;
    assign Q = sum[power+N-1:power];
    always_ff @(posedge clk) begin
        if (reset) begin
            sum <= 0;
            for (int j = 1; j <= 2**power; j++) begin
                REG_ARRAY[j] <= 0;
            end
        end
        else if (EN) begin
            sum <= sum + Din - REG_ARRAY[2**power];
            for (int j = 2**power; j > 1; j--) begin
                REG_ARRAY[j] <= REG_ARRAY[j-1];
            end
            REG_ARRAY[1] <= Din;
        end
    end
endmodule
</file>
==> run summary <==
Status on the layout run. In the CTS report, the clock slew at the register clock pins of the worst setup and hold paths is listed as approximately 0.060 ns. Count of endpoints failing hold in the final timing report landed at 0. For the pin with the worst max-slew slack, the measured transition is between 0.8 and 0.9 ns. Of all nets on the critical path, the largest fanout is 4. Entering global routing, the biggest net connects ~170 pins.

Number of warning messages in the yosys log landed at 2. Detailed-route DRC error count landed at 0. Number of routed nets with antenna violations landed at 0. For hold timing, the worst endpoint is REG_ARRAY[52][7]$_SDFFE_PP0P_. The launch point of the worst register-to-register path is recorded as sum[1]$_SDFFE_PP0P_. The flow ran to the end, and the final reports show no timing, DRC or antenna violations.

The worst setup path is captured at a flop. Once placement finished, the instance area stood at around 0.15 mm^2. Synthesis produced about 14000 cells.

All-layer global routing usage landed at 11.49%. From bottom edge to top edge, the die measures 604.0 um. The signal on the critical path passes through clkdlybuf4s50_1, inv_1, fa_1, inv_1, ha_1, a211oi_2, o21ai_1, a22oi_4, o221ai_2, a221oi_2, mux2i_1, mux2_1. Worst hold-check slack landed at 0.4737 ns.

Number of buffers added by the clock tree synthesis step landed at 424. Setup repair after global routing left no endpoint under its margin. The script logs the ratio of routed vias to standard cells as 4.582.

Number of global-route vias before repair landed at about 80000. Total placed cells including tap cells landed at 17525. Mean post-synth cell area landed at roughly 11 um^2. Clock latency on the worst-skew pair landed at about 0.92 ns. Worst path arrival time landed at ~5.4 ns. Average wire per cell in the routed design landed at approximately 11 um. Flip-flop and latch count after synthesis landed at around 4000. Total detailed-routing wirelength landed at ~210 mm.

The iteration count recorded for the first detailed-route pass is 5. Floorplan core area landed at roughly 0.36 mm^2. Dividing total power by cell area gives a power density of 186.5 mW/mm^2.

By instance count after routing, the leading logic cell type is sky130_fd_sc_hd__dfxtp_1. Summing all non-filler instances in the final layout gives an area of about 0.16 mm^2. Number of slew-limit violations in the final report landed at 0. Worst hold path cell count landed at 2.

For flop-to-flop paths, the worst setup slack is around 8.2 ns. During I/O placement, the number of pins put on the boundary was 35. Count of maximum capacitance violations landed at 0. Post-CTS repair timing setup buffer count landed at 0. Chip area line of the yosys report landed at about 0.14 mm^2. TritonCTS built the clock tree. In the Yosys report the total cell count is 13527.

On the final layout, the worst clock skew is roughly 0.026 ns. The initialized floorplan defines 220 standard-cell rows. Critical path buffer and inverter count landed at 3. Leaving out fill and tap cells, the most frequent cells in the layout are sky130_fd_sc_hd__dfxtp_1 (4120), sky130_fd_sc_hd__nor2_1 (4115), sky130_fd_sc_hd__mux2i_1 (4108). Setup total negative slack landed at 0 ns. Maximum buffer depth of the clock tree landed at 4.

The data required time reported for the critical path is approximately 12 ns. On the critical path, the stage with the largest delay is an instance of sky130_fd_sc_hd__fa_1. Sequential element share of the synthesized area landed at 56.90%. Worst IR drop on VDD landed at roughly 0.12 mV.

The floorplan step records an initial core utilization of between 40% and 50%. Area of the die landed at ~0.36 mm^2. For the worst min-delay path, the startpoint reported by OpenROAD is REG_ARRAY[51][7]$_SDFFE_PP0P_.

CTS placed an instance of sky130_fd_sc_hd__clkbuf_16 at the clock tree root. The endpoint identified for the worst register-to-register timing path is sum[23]$_SDFFE_PP0P_. Counting flops with a built-in enable in the synthesized netlist gives 0.

The finished layout holds between 15000 and 20000 standard cells, fillers aside. Netlist area before placement landed at roughly 0.14 mm^2. Number of DRC violations after detailed-routing iteration 0 landed at just over 4000. Number of vias in the routed layout landed at around 84000.

Port buffering added 34 buffers. Count of instances resized after the clock tree is built landed at 0. Number of distinct library cells after synthesis landed at 47. Per the OpenROAD power report, leakage power amounts to a little over 70 nW. The cell family contributing the most delay on the critical path is AND-OR/OR-AND gates. The filler cells instantiated in the layout total ~33000. By startpoint and endpoint, the worst setup path is classified as in2reg. After its last routability iteration, the placer logged a weighted congestion of 0.7699.

The post-CTS hold buffer count recorded in the log is 0. For the finished layout, the period the worst path requires is 4.580 ns. Post-route fraction of the period consumed by the critical path landed at 40.89%. The worst setup path is launched from a primary input. Depth of the worst register-to-register path landed at 11. The last timing report of the flow puts the setup violation total at 0. Share of synthesized registers carrying an async set or reset landed at 0%. Among all flip-flop cells after synthesis, the most frequent one is sky130_fd_sc_hd__dfxtp_1. The number of clock sinks came to slightly above 4000.

Die span in x landed at 604.0 um. Initial antenna violation count landed at 2. Top achievable clock speed landed at between 200 and 250 MHz. Fraction of final layout cells sized beyond drive strength 1 landed at about 6%.

Global-route congestion overflow total landed at 0. Number of H-tree levels landed at 5. By instance count, the cell type seen most on the critical path is sky130_fd_sc_hd__inv_1. The area growth from synthesis to layout is 12.37%. Half-perimeter wire length after detailed placement landed at 105.3 mm. The largest single stage delay on the critical path is ~0.53 ns. In this run the tools logged warnings totalling 69. The worst-case max-slew headroom was logged as 46.10%. First-pass GRT wire length landed at 365.3 mm. In this run the worst hold path is classified as reg2reg.
==> flip-flops by register name, indices dropped and copies added (netlist names) <==
signal     cells
sum           24
REG_ARRAY   4096
==> synthesized netlist by cell type, types with 2 or more instances <==
cell                        count  share of area, %
sky130_fd_sc_hd__nor2b_1        4             0.017
sky130_fd_sc_hd__and3_1         3             0.013
sky130_fd_sc_hd__a211oi_2       2             0.017
sky130_fd_sc_hd__o21ai_1        7             0.024
sky130_fd_sc_hd__inv_1         73              0.19
sky130_fd_sc_hd__buf_1         33             0.085
sky130_fd_sc_hd__o21ai_0       10             0.035
sky130_fd_sc_hd__o22ai_1        2            0.0086
sky130_fd_sc_hd__xnor2_1       16             0.097
sky130_fd_sc_hd__nand2b_1       2            0.0086
sky130_fd_sc_hd__nand4_1        3             0.013
sky130_fd_sc_hd__o21bai_1       2             0.010
sky130_fd_sc_hd__a31oi_1        4             0.017
sky130_fd_sc_hd__buf_2        412               1.4
sky130_fd_sc_hd__xor2_1         4             0.024
sky130_fd_sc_hd__a22o_1         9             0.054
sky130_fd_sc_hd__a41oi_1        2             0.012
sky130_fd_sc_hd__a211oi_1       6             0.031
sky130_fd_sc_hd__a21oi_1       17             0.059
sky130_fd_sc_hd__dfxtp_1     4120                57
sky130_fd_sc_hd__nor3_1         3             0.010
sky130_fd_sc_hd__buf_4         16             0.083
sky130_fd_sc_hd__o2111ai_1      3             0.018
sky130_fd_sc_hd__a21o_1         3             0.016
sky130_fd_sc_hd__fa_1          16              0.22
sky130_fd_sc_hd__nor2_1      4115                11
sky130_fd_sc_hd__clkbuf_1     473               1.2
sky130_fd_sc_hd__ha_1          24              0.21
sky130_fd_sc_hd__mux2i_1     4108                28
sky130_fd_sc_hd__nand2_1       18             0.047
==> logic make-up (layout without fill, tap and decap cells) <==
family / Yosys count / count (layout) / share of synthesized area, %
AND/OR/NAND/NOR: 4151 / 4151 / 10.78
flip-flops: 4120 / 4120 / 56.90
multiplexers: 4109 / 4109 / 28.37
buffers and inverters: 1007 / 1009 / 3.005
AND-OR/OR-AND: 80 / 80 / 0.3970
adder cells (fa/ha/maj): 40 / 40 / 0.4281
XOR/XNOR: 20 / 20 / 0.1208
other: 0 / 1 / 0
==> worst max path at each step <==
stage	depth (start not counted)	from	end	slack, ns
4_1_cts	11	Din[15]	sum[22]$_SDFFE_PP0P_	6.70
5_1_grt	6	reset	REG_ARRAY[49][15]$_SDFFE_PP0P_	6.45
6_report	12	Din[1]	sum[23]$_SDFFE_PP0P_	6.62
==> area by class of cell <==
| class | count | area, um^2 | share of cell area (%) |
|---|---|---|---|
| Inverter | 73 | 274.0 | 0.1682 |
| Clock buffer | 641 | 12670 | 7.776 |
| Multi-Input combinational cell | 8400 | 58130 | 35.68 |
| Timing Repair Buffer | 159 | 1727 | 1.060 |
| Clock inverter | 136 | 1643 | 1.009 |
| Tap cell | 4773 | 5972 | 3.666 |
| Sequential cell | 4120 | 82480 | 50.64 |
| Antenna cell | 1 | 2.502 | 0.001536 |
==> report_power, final <==
part / leakage [nW] / internal (mW) / switching (mW) / total (mW)
Sequential: 33.2 / 14.7 / 0.0326 / 14.7
Combinational: 31.5 / 0.640 / 0.923 / 1.56
Clock: 7.07 / 8.44 / 5.65 / 14.1
==> tightest hold or removal path, cell delays in order (launching register included) <==
cell,delay [ns]
sky130_fd_sc_hd__dfxtp_1,0.32
sky130_fd_sc_hd__mux2i_1,0.07
sky130_fd_sc_hd__nor2_1,0.07
==> metrics by stage <==
stage / setup WS [ns] / total power, mW / util [%]
after floorplan: 6.427 / 16.37 / -
after global placement: 5.639 / 16.64 / 41.30
after detailed placement: 5.665 / 16.63 / 41.30
after CTS: 6.704 / 30.98 / 45.28
after global routing: 6.449 / 31.69 / 45.28
final: 6.620 / 30.38 / 45.28
==> per-layer routing <==
| layer | global-route usage [%] | vias to the layer above | part of all wire [%] |
|---|---|---|---|
| met3 | 2.183 | 352 | 3.8 |
| met1 | 17.46 | 38417 | 52 |
| met2 | 17.58 | 655 | 42 |
| met4 | 2.600 | 2 | 2.4 |
| met5 | 0 | - | 0.0063 |
| li1 | - | 44446 | - |
Power and IR drop assume default switching activity.
